File: flow/run.sh
#!/bin/bash
# OpenROAD 26Q1-2900-gdf79404cd8, Yosys 0.63+post, stock flow scripts
make -C /OpenROAD-flow-scripts/flow DESIGN_CONFIG=/design/flow/config.mk WORK_HOME=/design/flow/orfs finish
File: flow/constraint.sdc
current_design top

set clk_period 2.4
set clk_io_pct 0.2

create_clock -name clk0 -period $clk_period [get_ports {CLK}]

set non_clock_inputs [all_inputs -no_clocks]
set_input_delay [expr $clk_period * $clk_io_pct] -clock clk0 $non_clock_inputs
set_output_delay [expr $clk_period * $clk_io_pct] -clock clk0 [all_outputs]
File: flow/config.mk
export PLATFORM = sky130hd
export DESIGN_NAME = top
export DESIGN_NICKNAME = top
export VERILOG_FILES = /design/flow/design.v
export SDC_FILE = /design/flow/constraint.sdc
export NUM_CORES = 4
export LEC_CHECK = 1
export CORE_UTILIZATION = 30
export SYNTH_HDL_FRONTEND = slang
File: flow/design.v
module max7219 (
    input clk,
    input rst,
    input [7:0] addr_in,
    input [7:0] din,
    input start,
    output reg cs,
    output reg dout,
    output reg sck,
    output reg busy
  );
  localparam IDLE_state = 2'd0;
  localparam TRANSFER_ADDR_state = 2'd1;
  localparam TRANSFER_DATA_state = 2'd2;
  reg [1:0] M_state_d, M_state_q = IDLE_state;
  wire [1-1:0] M_spi_mosi;
  wire [1-1:0] M_spi_sck;
  wire [8-1:0] M_spi_data_out;
  wire [1-1:0] M_spi_new_data;
  wire [1-1:0] M_spi_busy;
  reg [1-1:0] M_spi_start;
  reg [8-1:0] M_spi_data_in;
  spi_master spi (
    .clk(clk),
    .rst(rst),
    .miso(1'h0),
    .start(M_spi_start),
    .data_in(M_spi_data_in),
    .mosi(M_spi_mosi),
    .sck(M_spi_sck),
    .data_out(M_spi_data_out),
    .new_data(M_spi_new_data),
    .busy(M_spi_busy)
  );
  reg [7:0] M_data_d, M_data_q = 1'h0;
  reg [7:0] M_addr_d, M_addr_q = 1'h0;
  reg M_load_state_d, M_load_state_q = 1'h0;
  reg [7:0] data_out;
  reg mosi;
  wire [8-1:0] M_count_value;
  reg [1-1:0] M_count_clk;
  reg [1-1:0] M_count_rst;
  counter count (
    .clk(M_count_clk),
    .rst(M_count_rst),
    .value(M_count_value)
  );
  always @* begin
    M_state_d = M_state_q;
    M_load_state_d = M_load_state_q;
    M_data_d = M_data_q;
    M_addr_d = M_addr_q;
    sck = M_spi_sck;
    M_count_clk = M_spi_sck;
    M_count_rst = 1'h0;
    data_out = 8'h00;
    M_spi_start = 1'h0;
    mosi = 1'h0;
    busy = M_state_q != IDLE_state;
    dout = 1'h0;
    case (M_state_q)
      IDLE_state: begin
        M_load_state_d = 1'h1;
        if (start) begin
          M_addr_d = addr_in;
          M_data_d = din;
          M_count_rst = 1'h1;
          M_load_state_d = 1'h0;
          M_state_d = TRANSFER_ADDR_state;
        end
      end
      TRANSFER_ADDR_state: begin
        M_spi_start = 1'h1;
        data_out = M_addr_q;
        dout = M_spi_mosi;
        if (M_count_value == 4'h8) begin
          M_state_d = TRANSFER_DATA_state;
        end
      end
      TRANSFER_DATA_state: begin
        M_spi_start = 1'h1;
        data_out = M_data_q;
        dout = M_spi_mosi;
        if (M_count_value == 5'h10) begin
          M_load_state_d = 1'h1;
          M_state_d = IDLE_state;
        end
      end
    endcase
    cs = M_load_state_q;
    M_spi_data_in = data_out;
  end
  always @(posedge clk) begin
    if (rst == 1'b1) begin
      M_data_q <= 1'h0;
      M_addr_q <= 1'h0;
      M_load_state_q <= 1'h0;
      M_state_q <= 1'h0;
    end else begin
      M_data_q <= M_data_d;
      M_addr_q <= M_addr_d;
      M_load_state_q <= M_load_state_d;
      M_state_q <= M_state_d;
    end
  end
endmodule
module counter (
    input clk,
    input rst,
    output reg [7:0] value
  );
  parameter SIZE = 4'h8;
  parameter DIV = 1'h0;
  parameter TOP = 1'h0;
  parameter UP = 1'h1;
  reg [7:0] M_ctr_d, M_ctr_q = 1'h0;
  localparam MAX_VALUE = 1'h0;
  always @* begin
    M_ctr_d = M_ctr_q;
    value = M_ctr_q[0+7-:8];
    if (1'h1) begin
      M_ctr_d = M_ctr_q + 1'h1;
      if (1'h0 && M_ctr_q == 1'h0) begin
        M_ctr_d = 1'h0;
      end
    end else begin
      M_ctr_d = M_ctr_q - 1'h1;
      if (1'h0 && M_ctr_q == 1'h0) begin
        M_ctr_d = 1'h0;
      end
    end
  end
  always @(posedge clk) begin
    if (rst == 1'b1) begin
      M_ctr_q <= 1'h0;
    end else begin
      M_ctr_q <= M_ctr_d;
    end
  end
endmodule
module spi_master (
    input clk,
    input rst,
    input miso,
    output reg mosi,
    output reg sck,
    input start,
    input [7:0] data_in,
    output reg [7:0] data_out,
    output reg new_data,
    output reg busy
  );
  localparam CLK_DIV = 4'h8;
  localparam CPOL = 1'h0;
  localparam CPHA = 1'h0;
  localparam IDLE_state = 1'd0;
  localparam TRANSFER_state = 1'd1;
  reg M_state_d, M_state_q = IDLE_state;
  reg [7:0] M_data_d, M_data_q = 1'h0;
  reg [7:0] M_sck_reg_d, M_sck_reg_q = 1'h0;
  reg M_mosi_reg_d, M_mosi_reg_q = 1'h0;
  reg [2:0] M_ctr_d, M_ctr_q = 1'h0;
  always @* begin
    M_state_d = M_state_q;
    M_mosi_reg_d = M_mosi_reg_q;
    M_sck_reg_d = M_sck_reg_q;
    M_data_d = M_data_q;
    M_ctr_d = M_ctr_q;
    new_data = 1'h0;
    busy = M_state_q != IDLE_state;
    data_out = M_data_q;
    sck = ((1'h0 ^ M_sck_reg_q[7+0-:1]) & (M_state_q == TRANSFER_state)) ^ 1'h0;
    mosi = M_mosi_reg_q;
    case (M_state_q)
      IDLE_state: begin
        M_sck_reg_d = 1'h0;
        M_ctr_d = 1'h0;
        if (start) begin
          M_data_d = data_in;
          M_state_d = TRANSFER_state;
        end
      end
      TRANSFER_state: begin
        M_sck_reg_d = M_sck_reg_q + 1'h1;
        if (M_sck_reg_q == 1'h0) begin
          M_mosi_reg_d = M_data_q[7+0-:1];
        end else begin
          if (M_sck_reg_q == 7'h7f) begin
            M_data_d = {M_data_q[0+6-:7], miso};
          end else begin
            if (M_sck_reg_q == 8'hff) begin
              M_ctr_d = M_ctr_q + 1'h1;
              if (M_ctr_q == 3'h7) begin
                M_state_d = IDLE_state;
                new_data = 1'h1;
              end
            end
          end
        end
      end
    endcase
  end
  always @(posedge clk) begin
    M_data_q <= M_data_d;
    M_sck_reg_q <= M_sck_reg_d;
    M_mosi_reg_q <= M_mosi_reg_d;
    M_ctr_q <= M_ctr_d;
    if (rst == 1'b1) begin
      M_state_q <= 1'h0;
    end else begin
      M_state_q <= M_state_d;
    end
  end
endmodule
module top (
    input wire CLK,     
    input [7:0]      c0,
    input [7:0]      c1,
    input  [7:0]     c2,
    input  [7:0]     c3,
    input   [7:0]    c4,
    input  [7:0]     c5,
    input  [7:0]     c6,
    input  [7:0]     c7,
    output reg PIN_13,  
    output reg PIN_12,  
    output reg PIN_11,  
    output wire USBPU   
);
    assign USBPU = 0;
    reg rst = 1'b1;
    wire M_max_cs;
    wire M_max_dout;
    wire M_max_sck;
    wire M_max_busy;
    reg [7:0] M_max_addr_in;
    reg [7:0] M_max_din;
    reg M_max_start;
    max7219 max (
      .clk(CLK),
      .rst(rst),
      .addr_in(M_max_addr_in),
      .din(M_max_din),
      .start(M_max_start),
      .cs(M_max_cs),
      .dout(M_max_dout),
      .sck(M_max_sck),
      .busy(M_max_busy)
    );
    localparam IDLE_state = 3'd0;
    localparam SEND_RESET_state = 3'd1;
    localparam SEND_MAX_INTENSITY_state = 3'd2;
    localparam SEND_NO_DECODE_state = 3'd3;
    localparam SEND_ALL_DIGITS_state = 3'd4;
    localparam SEND_WORD_state = 3'd5;
    localparam HALT_state = 3'd6;
    reg [2:0] M_state_d, M_state_q = IDLE_state;
    reg [63:0] M_segments_d, M_segments_q = 1'h0;
    reg [2:0] M_segment_index_d, M_segment_index_q = 1'h0;
    reg [7:0] max_addr;
    reg [7:0] max_data;
    localparam C0 = 8'h7e;
    localparam C1 = 8'h30;
    localparam C2 = 8'h6d;
    localparam C3 = 8'h79;
    localparam C4 = 8'h33;
    localparam C5 = 8'h5b;
    localparam C6 = 8'h5f;
    localparam C7 = 8'h70;
    localparam C8 = 8'h7f;
    localparam C9 = 8'h7b;
    localparam A = 8'h77;
    localparam B = 8'h1f;
    localparam C = 8'h4e;
    localparam D = 8'h3d;
    localparam E = 8'h4f;
    localparam F = 8'h47;
    localparam O = 8'h1d;
    localparam R = 8'h05;
    localparam MINUS = 8'h40;
    localparam BLANK = 8'h00;
    always @* begin
      M_state_d = M_state_q;
      M_segments_d = M_segments_q;
      M_segment_index_d = M_segment_index_q;
      M_segments_d[56+7-:8] = c0;
      M_segments_d[48+7-:8] = c1;
      M_segments_d[40+7-:8] = c2;
      M_segments_d[32+7-:8] = c3;
      M_segments_d[24+7-:8] = c4;
      M_segments_d[16+7-:8] = c5;
      M_segments_d[8+7-:8] = c6;
      M_segments_d[0+7-:8] = c7;
      max_addr = 8'h00;
      max_data = 8'h00;
      M_max_start = 1'h0;
      case (M_state_q)
        IDLE_state: begin
          rst <= 1'b0;
          M_segment_index_d = 1'h0;
          M_state_d = SEND_RESET_state;
        end
        SEND_RESET_state: begin
          M_max_start = 1'h1;
          max_addr = 8'h0c;
          max_data = 8'h01;
          if (M_max_busy != 1'h1) begin
            M_state_d = SEND_MAX_INTENSITY_state;
          end
        end
        SEND_MAX_INTENSITY_state: begin
          M_max_start = 1'h1;
          max_addr = 8'h0a;
          max_data = 8'hFF;
          if (M_max_busy != 1'h1) begin
            M_state_d = SEND_NO_DECODE_state;
          end
        end
        SEND_NO_DECODE_state: begin
          M_max_start = 1'h1;
          max_addr = 8'h09;
          max_data = 1'h0;
          if (M_max_busy != 1'h1) begin
            M_state_d = SEND_ALL_DIGITS_state;
          end
        end
        SEND_ALL_DIGITS_state: begin
          M_max_start = 1'h1;
          max_addr = 8'h0b;
          max_data = 8'h07;
          if (M_max_busy != 1'h1) begin
            M_state_d = SEND_WORD_state;
          end
        end
        SEND_WORD_state: begin
          if (M_segment_index_q < 4'h8) begin
            M_max_start = 1'h1;
            max_addr = M_segment_index_q + 1'h1;
            max_data = M_segments_q[(M_segment_index_q)*8+7-:8];
            if (M_max_busy != 1'h1) begin
              M_segment_index_d = M_segment_index_q + 1'h1;
            end
          end else begin
            M_segment_index_d = 1'h0;
            M_state_d = HALT_state;
          end
        end
        HALT_state: begin
          max_addr = 8'h00;
          max_data = 8'h00;
        end
      endcase
      M_max_addr_in = max_addr;
      M_max_din = max_data;
      PIN_11 <= M_max_cs;
      PIN_12 <= M_max_dout;
      PIN_13 <= M_max_sck;
    end
    always @(posedge CLK) begin
      if (rst == 1'b1) begin
        M_segments_q <= 1'h0;
        M_segment_index_q <= 1'h0;
        M_state_q <= 1'h0;
      end else begin
        M_segments_q <= M_segments_d;
        M_segment_index_q <= M_segment_index_d;
        M_state_q <= M_state_d;
      end
    end
endmodule
==> impl_metrics.json <==
{
  "yosys.area_share.adder_pct": 3.676,
  "slew_headroom_pct": 43.57,
  "wirelength_mm": 6.793,
  "crit_family": "buffers and inverters",
  "drive_gt1_share_pct": 10.80,
  "final_antenna_net_count": 0,
  "fillers": 1278,
  "grt_max_degree": 29,
  "routed_via_density": 4.379,
  "arrival_ns": 1.73,
  "start_kind": "flip-flop",
  "die-area_sq_mm": 0.01408,
  "unclocked_pins": 8,
  "dpl.hpwl_mm": 5.053,
  "ys_area_sq_mm": 0.004084,
  "status": "finished clean",
  "wl_per_cell_um": 12.02,
  "clockPowerShare_pct": 41.3,
  "fin_crit_sh_pct": 92.10,
  "setup_slack_ns": 0.1897,
  "dp_worst_setup_slack_ns": 0.4916,
  "port_buffers": 67,
  "required_ns": 1.92,
  "placementRows": 42,
  "vias": 2474,
  "synth_flops": 116,
  "cts_max_level": 3,
  "clk_latency_ns": 0.34,
  "seq_area_sq_mm": 0.002653,
  "synth.cellmix.xorXnorShare_pct": 1.501,
  "grt-ovfl-total": 0,
  "ctsResizeCount": 0,
  "remaining_drc_errors": 0,
  "globalRouteTotalUtil_pct": 10.36,
  "setup-tns-final_ns": 0,
  "syn_area_sq_mm": 0.004084,
  "yosys.stat.seqShare_pct": 64.95,
  "cap_violations": 0,
  "cp_max_fo": 4,
  "synthArstFlopShare_pct": 0,
  "numCtsBuffers": 9,
  "clk_path_buf_depth": 2,
  "seqPwrFrac_pct": 55.0,
  "core_sq_mm": 0.01324,
  "synthFlopType": "dfxtp_1",
  "cts_root_buffer": "clkbuf_16",
  "yosys-stat-cells": 310,
  "grt_pass1_wl_mm": 11.54,
  "clock.fmax_mhz": 452.4,
  "clkTransAtPathRegs_ns": 0.07,
  "p_sw_uw": 737.8,
  "die_y_um": 118.7,
  "syn_avg_cell_area_sq_um": 13.17,
  "hold_path.class": "flip-flop to flip-flop",
  "cp_cell_sequence": "inv_1 -> ha_1 -> and2_1 -> clkdlybuf4s50_1",
  "netSwitchingFraction_pct": 20.99,
  "p_int_uw": 2777,
  "first_global_vias": 2584,
  "cpPeakStageDelay_ns": 0.46,
  "worst-path-buf-inv": 2,
  "synth-warning-count": 0,
  "cts_setup_buffers": 0,
  "simple_gate_area_share_pct": 9.589,
  "diodes": 0,
  "p_per_area_mw_per_mm2": 668.3,
  "critPathSlowestCell": "clkdlybuf4s50_1",
  "area_growth_pct": 28.80,
  "edf_count": 33,
  "untimed_endpoints": 8,
  "setup.worst_path.class": "flip-flop to output port",
  "p_leak_uw": 0.001982,
  "dp.cells": 549,
  "rsz0062_at_grt": "false",
  "fin_cells": 565,
  "cts_tree": "yes",
  "gp_congestion": 0.7826,
  "slew_viol_final": 0,
  "setup_viol": 0,
  "ctsHoldBuffers": 0,
  "synth_cell_types": 46,
  "drtIter0Drc": 112,
  "syn_inst": 310,
  "fp-utilization_pct": 30.84,
  "io_pins": 69,
  "ys_sh_aoi_pct": 8.027,
  "logic_family": "simple AND/OR/NAND/NOR gates",
  "dr.pass1.iters": 4,
  "irDropWorstVdd_mv": 0.3780,
  "logic_area_sq_mm": 0.001320,
  "die_w_um": 118.7,
  "power_uw": 3515,
  "crit_path_end_kind": "output port",
  "layout_min_cycle_time_ns": 2.210,
  "mux_share_pct": 9.436,
  "fin_worst_skew_ns": 0.007186,
  "tightest_slew_ns": 0.8400,
  "antenna_found_initial": 0,
  "tool_warnings": 31,
  "combPwrFrac_pct": 3.7,
  "hold_viol_final": 0
}
cell families (layout without fill, tap and decap cells):
logic type / after synthesis / count (layout)
muxes: 24 / 24
adders and majority gates: 12 / 12
other: 1 / 1
buffers and inverters: 22 / 101
xor gates and xnor gates: 7 / 7
AOI/OAI and AO/OA: 49 / 49
DFF: 116 / 116
and+or+nand+nor: 79 / 79
layout make-up:
class	count	share of cell area, %
Tap cell	176	4.186
Timing Repair Buffer	74	13.75
Multi-Input combinational cell	172	25.10
Inverter	11	0.7850
Clock inverter	7	1.475
Sequential cell	116	50.43
Clock buffer	9	4.282
per-layer routing:
| layer | vias up | track usage (%) | share of wire (%) |
|---|---|---|---|
| met5 | - | 0 | 0 |
| met4 | 0 | 1.266 | 0.84 |
| li1 | 1259 | - | - |
| met1 | 1139 | 14.85 | 46 |
| met3 | 5 | 2.510 | 5.9 |
| met2 | 71 | 16.96 | 47 |
stage by stage:
stage                     utilization [%]  hold slack [ns]  instance area [sq um]
after floorplan                         -           0.4003                   4084
after global routing                39.72           0.4489                   5260
after detailed placement            37.43           0.4045                   4957
after global placement              37.43           0.4057                   4957
after CTS                           39.72           0.4222                   5260
final                               39.72           0.4216                   5260
cell usage in the layout (no fill, tap or decap), types with 4 or more instances in the layout:
cell             count
clkdlybuf4s50_1     67
nor2_1              19
buf_4                7
clkbuf_16            9
xor2_1               4
mux2_2              15
nand2_1             22
edfxtp_1            33
inv_1               10
dfxtp_1             83
mux4_1               7
o221ai_1             7
ha_1                12
o21ai_0             16
a22oi_1              4
and2_1               8
o21bai_1             5
a21oi_1              6
nand3_1              7
nor2b_1              5
or3_1                5
power by group through the flow:
stage	Sequential, uW	Clock [uW]	Combinational, uW
final	1930	1450	130
after global routing	1940	1570	139
after CTS	1940	1500	132
worst paths after layout:
check / start / endpoint / slack [ns] / cells after the start
setup / recovery: max.M_state_q[0]$_DFFE_PP_ / PIN_12 / 0.19 / 4
hold / removal: max.spi.data_out[7]$_DFFE_PP_ / max.spi.mosi$_DFFE_PP_ / 0.42 / 0
setup reg to reg: flip-flop / max.M_data_q[5]$_DFFE_PP_ / 0.52 / 3
hold reg to reg: max.spi.data_out[7]$_DFFE_PP_ / max.spi.mosi$_DFFE_PP_ / 0.42 / 0
registers in the layout, summed over array words and instances, names as in the netlist, 2 cells and up, named ones only:
register / cells
max.spi.M_ctr_q: 3
max.M_addr_q: 4
max.count.value: 8
M_segments_q: 64
max.M_state_q: 2
max.spi.M_sck_reg_q: 8
M_state_q: 2
max.M_data_q: 8
max.spi.data_out: 8
M_segment_index_q: 3
synthesized netlist by cell type (3+ instances only):
cell      instances  area share, %
inv_1            10           0.92
xnor2_1           3           0.64
or4_1             3           0.55
o21bai_1          5           0.92
ha_1             12            3.7
or3_1             5           0.77
a22oi_1           4           0.74
dfxtp_1          83             41
and2_1            8            1.2
clkbuf_1          5           0.46
nor2b_1           5           0.77
xor2_1            4           0.86
nor2_1           19            1.7
a21oi_1           6           0.74
o31ai_1           3           0.55
o21ai_0          16            2.0
nand2_1          22            2.0
nand3_1           7           0.86
o221ai_1          7            1.5
mux4_1            7            4.5
mux2_2           15            4.1
edfxtp_1         33             24
Power and IR drop assume default switching activity.
