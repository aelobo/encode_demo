File: design/flow/run.sh
#!/bin/bash
# OpenROAD 26Q1-2900-gdf79404cd8, Yosys 0.63+post, stock flow scripts
make -C /OpenROAD-flow-scripts/flow DESIGN_CONFIG=/design/flow/config.mk WORK_HOME=/design/flow/orfs finish
File: design/flow/config.mk
export PLATFORM = sky130hd
export DESIGN_NAME = encode
export DESIGN_NICKNAME = encode
export VERILOG_FILES = /design/flow/design.v
export SDC_FILE = /design/flow/constraint.sdc
export NUM_CORES = 4
export LEC_CHECK = 1
export CORE_UTILIZATION = 40
export SYNTH_HDL_FRONTEND = slang
File: design/flow/constraint.sdc
current_design encode

set clk_period 31.6
set clk_io_pct 0.2

create_clock -name clk0 -period $clk_period

set non_clock_inputs [all_inputs -no_clocks]
set_input_delay [expr $clk_period * $clk_io_pct] -clock clk0 $non_clock_inputs
set_output_delay [expr $clk_period * $clk_io_pct] -clock clk0 [all_outputs]
File: design/flow/design.v
module calculate_val #(
	parameter INPUT = 1
) (
	input [4:0] value,
	input [4:0] rotor,
	output reg [4:0] out,
	input [4:0] ring_position
);
	reg signed [6:0] val = 7'b0000000;
	always @* 
	begin		
		if (INPUT==1)
			val = value - ring_position + rotor;
		else
			val = value + ring_position - rotor;
		if (val < 0    ) val = val + 7'd26;
		if (val > 7'd25) val = val - 7'd26;
		out = val[4:0];
	end
endmodule
module encode #(
	parameter REVERSE = 0
) (
	input [4:0] inputValue,
	input [4:0] rotor,
	output [4:0] outputValue,
	input [2:0] rotor_type,
	input [4:0] ring_position
);
	wire [4:0] calculated_input;
	wire [4:0] outval;
	calculate_val #(.INPUT(1)) cinput(.value(inputValue),.rotor(rotor),.out(calculated_input),.ring_position(ring_position));
	rotorAssign #(.REVERSE(REVERSE)) rotEncode(.code(calculated_input),.val(outval),.rotor_type(rotor_type));
	calculate_val #(.INPUT(0)) coutput(.value(outval),.rotor(rotor),.out(outputValue),.ring_position(ring_position));
endmodule
module rotorAssign #(parameter REVERSE = 0) (code, rotor_type, val);
    input       [4:0]   code; 
	output reg  [4:0]   val;
	input       [2:0]   rotor_type;
    reg [2079:0] rotor_data = {
        5'h4, 5'hA, 5'hC, 5'h5, 5'hB, 5'h6, 5'h3, 5'h10, 5'h15, 5'h19,
        5'hD, 5'h13, 5'hE, 5'h16, 5'h18, 5'h7, 5'h17, 5'h14, 5'h12, 5'hF,
        5'h0, 5'h8, 5'h1, 5'h11, 5'h2, 5'h9, 
        5'h0, 5'h9, 5'h3, 5'hA, 5'h12, 5'h8, 5'h11, 5'h14, 5'h17, 5'h1, 
        5'hB, 5'h7, 5'h16, 5'h13, 5'hC, 5'h2, 5'h10, 5'h6, 5'h19, 5'hD, 
        5'hF, 5'h18, 5'h5, 5'h15, 5'hE, 5'h4, 
        5'h1, 5'h3, 5'h5, 5'h7, 5'h9, 5'hB, 5'h2, 5'hF, 5'h11, 5'h13, 
        5'h17, 5'h15, 5'h19, 5'hD, 5'h18, 5'h4, 5'h8, 5'h16, 5'h6, 5'h0, 
        5'hA, 5'hC, 5'h14, 5'h12, 5'h10, 5'hE, 
        5'h4, 5'h12, 5'hE, 5'h15, 5'hF, 5'h19, 5'h9, 5'h0, 5'h18, 5'h10, 
        5'h14, 5'h8, 5'h11, 5'h7, 5'h17, 5'hB, 5'hD, 5'h5, 5'h13, 5'h6, 
        5'hA, 5'h3, 5'h2, 5'hC, 5'h16, 5'h1, 
        5'h15, 5'h19, 5'h1, 5'h11, 5'h6, 5'h8, 5'h13, 5'h18, 5'h14, 5'hF, 
        5'h12, 5'h3, 5'hD, 5'h7, 5'hB, 5'h17, 5'h0, 5'h16, 5'hC, 5'h9, 
        5'h10, 5'hE, 5'h5, 5'h4, 5'h2, 5'hA,
        5'h9, 5'hF, 5'h6, 5'h15, 5'hE, 5'h14, 5'hC, 5'h5, 5'h18, 5'h10,
        5'h1, 5'h4, 5'hD, 5'h7, 5'h19, 5'h11, 5'h3, 5'hA, 5'h0, 5'h12,
        5'h17, 5'hB, 5'h8, 5'h2, 5'h13, 5'h16, 
        5'hD, 5'h19, 5'h9, 5'h7, 5'h6, 5'h11, 5'h2, 5'h17, 5'hC, 5'h18, 
        5'h12, 5'h16, 5'h1, 5'hE, 5'h14, 5'h5, 5'h0, 5'h8, 5'h15, 5'hB, 
        5'hF, 5'h4, 5'hA, 5'h10, 5'h3, 5'h13, 
        5'h5, 5'hA, 5'h10, 5'h7, 5'h13, 5'hB, 5'h17, 5'hE, 5'h2, 5'h1, 
        5'h9, 5'h12, 5'hF, 5'h3, 5'h19, 5'h11, 5'h0, 5'hC, 5'h4, 5'h16, 
        5'hD, 5'h8, 5'h14, 5'h18, 5'h6, 5'h15, 
        5'h14, 5'h16, 5'h18, 5'h6, 5'h0, 5'h3, 5'h5, 5'hF, 5'h15, 5'h19, 
        5'h1, 5'h4, 5'h2, 5'hA, 5'hC, 5'h13, 5'h7, 5'h17, 5'h12, 5'hB, 
        5'h11, 5'h8, 5'hD, 5'h10, 5'hE, 5'h9, 
        5'h0, 5'h9, 5'hF, 5'h2, 5'h19, 5'h16, 5'h11, 5'hB, 5'h5, 5'h1, 
        5'h3, 5'hA, 5'hE, 5'h13, 5'h18, 5'h14, 5'h10, 5'h6, 5'h4, 5'hD, 
        5'h7, 5'h17, 5'hC, 5'h8, 5'h15, 5'h12,
        5'h13, 5'h0, 5'h6, 5'h1, 5'hF, 5'h2, 5'h12, 5'h3, 5'h10, 5'h4,
        5'h14, 5'h5, 5'h15, 5'hD, 5'h19, 5'h7, 5'h18, 5'h8, 5'h17, 5'h9,
        5'h16, 5'hB, 5'h11, 5'hA, 5'hE, 5'hC, 
        5'h7, 5'h19, 5'h16, 5'h15, 5'h0, 5'h11, 5'h13, 5'hD, 5'hB, 5'h6, 
        5'h14, 5'hF, 5'h17, 5'h10, 5'h2, 5'h4, 5'h9, 5'hC, 5'h1, 5'h12, 
        5'hA, 5'h3, 5'h18, 5'hE, 5'h8, 5'h5, 
        5'h10, 5'h2, 5'h18, 5'hB, 5'h17, 5'h16, 5'h4, 5'hD, 5'h5, 5'h13, 
        5'h19, 5'hE, 5'h12, 5'hC, 5'h15, 5'h9, 5'h14, 5'h3, 5'hA, 5'h6, 
        5'h8, 5'h0, 5'h11, 5'hF, 5'h7, 5'h1, 
        5'h12, 5'hA, 5'h17, 5'h10, 5'hB, 5'h7, 5'h2, 5'hD, 5'h16, 5'h0, 
        5'h11, 5'h15, 5'h6, 5'hC, 5'h4, 5'h1, 5'h9, 5'hF, 5'h13, 5'h18, 
        5'h5, 5'h3, 5'h19, 5'h14, 5'h8, 5'hE, 
        5'h10, 5'hC, 5'h6, 5'h18, 5'h15, 5'hF, 5'h4, 5'h3, 5'h11, 5'h2, 
        5'h16, 5'h13, 5'h8, 5'h0, 5'hD, 5'h14, 5'h17, 5'h5, 5'hA, 5'h19, 
        5'hE, 5'h12, 5'hB, 5'h7, 5'h9, 5'h1,
        5'h10, 5'h9, 5'h8, 5'hD, 5'h12, 5'h0, 5'h18, 5'h3, 5'h15, 5'hA,
        5'h1, 5'h5, 5'h11, 5'h14, 5'h7, 5'hC, 5'h2, 5'hF, 5'hB, 5'h4,
        5'h16, 5'h19, 5'h13, 5'h6, 5'h17, 5'hE };
    reg     [11:0]  val_index;
    reg     [4:0]   temp_val;  
    always @*
    begin
        if (REVERSE)
            val_index = 12'd1039 - (rotor_type * 12'd130) - (code * 12'd5);
        else
            val_index = 12'd2079 - (rotor_type * 12'd130) - (code * 12'd5);
        temp_val[4] = rotor_data[val_index];
        temp_val[3] = rotor_data[val_index - 1];
        temp_val[2] = rotor_data[val_index - 2];
        temp_val[1] = rotor_data[val_index - 3];
        temp_val[0] = rotor_data[val_index - 4];
        val = temp_val;
    end
endmodule
==> reports/qor.csv <==
stage;metric;value;unit
final_layout;seq_cells;0;
final_layout;clockBufferCount;0;
floorplanning;initCoreUtil;40.5;%
synthesis;netlist_area;18800;sq um
synthesis;topCellsByArea;ha_1, a21oi_1, o21ai_0;
clock_tree;post_cts_buffers;0;
clock_tree;cts_resized;0;
route;drtIter0Drc;4382;
route;via_count;26000;
floorplanning;ios;23;
synthesis;top_area_cell;ha_1;
place;port_buffers;23;
synthesis;yosys_cells;2983;
floorplanning;core_area;46500;sq um
place;pre_cts_ws;5.00;ns
timing;rsz0062_at_grt;false;
min_path;hp-class;in2out;
power_and_ir_drop;switching_power;23.8;mW
timing;period_needed;26.71;ns
synthesis;ys_warn_count;0;
timing;setup_tns;0;ns
floorplanning;die_w;219;um
floorplanning;dieArea;47900;sq um
setup_path;critPathMaxFanout;108;
power_and_ir_drop;finalPower;36.7;mW
place;place_congestion;1.10;
timing;setup_viol;0;
final_layout;logic_area;17300;sq um
timing;setup_slack;4.89;ns
power_and_ir_drop;power.density;1890;nW/um^2
timing;worst_slew_pin_slew;1.03;ns
place;post-dp-hpwl;71800;um
timing;fmax;37.4;MHz
setup_path;critPathKind;in2out;
clock_tree;hold_buffers;0;
grt;grt_pass1_vias;23700;
route;viasPerCell;7.70;
setup_path;slowest_delay;1.28;ns
power_and_ir_drop;intPower;13.0;mW
status;status;finished, final reports clean;
flow_run;cap_violations;0;
final_layout;area_growth;3.29;%
grt;grt_max_degree;109;
synthesis;synth_cell_types;104;
timing;slew_headroom;31.3;%
grt;antenna_found_initial;6;
floorplanning;num_rows;79;
final_layout;ff_latch_area;0;sq um
setup_path;cp.arrival;20.39;ns
setup_path;worst_setup_path_start_kind;primary input;
grt;grt_usage;45.3;%
place;numPlacedInstances;3369;
setup_path;cp.required;25.28;ns
grt;grt_overflow;0;
route;drt_first_pass_iters;9;
synthesis;yosysMostFrequentCell;nor2_1;
floorplanning;dieHeight;219;um
flow_run;warnings;102;
timing;holdWs;13.85;ns
final_layout;nFillCells;4971;
route;routedWlPerCell;32.4;um
timing;finalHoldViolCount;0;
synthesis;yosys-stat-area;18800;sq um
setup_path;cp-end-kind;output pin;
timing;report.final.slew_viol_count;0;
power_and_ir_drop;swShare;64.7;%
synthesis;top_area_share;7.25;%
timing;finalCritPeriodShare;84.5;%
route;drc_errors;0;
setup_path;crit_path_frequent_cell;ha_1;
synthesis;synthCells;2983;
route;drt-total-wl;109000;um
synthesis;syn-mean-instance-area;6.31;sq um
power_and_ir_drop;irDropWorstVdd;1.74;mV
route;ant_nets;0;
final_layout;drive_above_1_share;9.38;%
grt;grt_pass1_wl;160000;um
synthesis;top_cells_by_count;nor2_1, nand2_1, a21oi_1;
synthesis;yosys.stat.seqShare;0;%
setup_path;critPathSlowestCell;fa_4;
final_layout;instances_no_fill;3372;
power_and_ir_drop;p_leak;6.76;nW
metal layers:
| layer | share of wire (%) | vias to the layer above | global-route usage, % |
|---|---|---|---|
| li1 | - | 11000 | - |
| met1 | 37 | 12100 | 59.6 |
| met2 | 40 | 2317 | 62.7 |
| met3 | 16 | 567 | 18.9 |
| met4 | 7.0 | 12 | 23.4 |
| met5 | 0.15 | - | 1.88 |
area by class of cell:
class / instances / area share (%)
Timing Repair Buffer: 141 / 5.94
Multi-Input combinational cell: 2553 / 88.8
Antenna cell: 3 / 0.0386
Tap cell: 607 / 3.91
Inverter: 68 / 1.31
critical path, delay by kind of cell:
kind	cells	cell delay [ns]
compound gates	14	2.77
buf+inv	9	2.69
simple gates	8	1.17
fa+ha+maj	13	5.17
xor+xnor	5	1.35
mux	2	0.76
logic make-up (layout without fill, tap and decap cells):
kind of cell / Yosys count / count (layout) / share of synthesized area, %
adders and majority gates: 124 / 124 / 8.85
muxes: 72 / 72 / 6.80
AOI/OAI and AO/OA: 1228 / 1228 / 44.2
other: 0 / 3 / 0
xor gates and xnor gates: 87 / 87 / 5.26
buffers and inverters: 430 / 209 / 9.48
and+or+nand+nor: 1042 / 1042 / 25.4
power groups by stage:
stage | Combinational (mW) | Sequential (mW) | Clock (mW)
5_1_grt | 38.8 | 0 | 0
4_1_cts | 35.2 | 0 | 0
metrics by stage:
stage	cell area [sq um]	utilization, %
after floorplan	18800	-
after global placement	19400	41.8
after detailed placement	19400	41.8
after CTS	19400	41.8
after global routing	19400	41.8
final	19400	41.8
final timing paths:
path	start	to	slack [ns]	cells after the start
worst max-delay path	ring_position[0]	outputValue[4]	4.89	51
worst min-delay path	ring_position[0]	outputValue[0]	13.85	3
cells in the final DEF (no fill, tap or decap), types with 11 or more instances in the layout:
master / count
or3_1: 11
nand3_1: 89
o22ai_1: 28
nand4_1: 16
a311oi_1: 66
nor4_1: 14
a211oi_1: 120
nor2b_1: 29
a211o_1: 17
inv_1: 60
o211ai_1: 81
a22oi_1: 11
o221ai_1: 12
or2_2: 17
mux4_2: 44
a311o_1: 18
a221oi_1: 27
xor2_1: 19
a21oi_1: 271
nand2_1: 307
nor2_1: 316
and3_1: 17
o31ai_1: 37
nor3_1: 133
ha_1: 97
a31oi_1: 67
clkdlybuf4s50_1: 23
buf_4: 115
o311ai_0: 62
mux2i_1: 21
a2111oi_0: 25
o21ai_0: 241
fa_1: 14
nand2b_1: 36
a21o_1: 15
o2111ai_1: 22
xnor2_1: 41
Power figures rest on the tool's default switching activity, not on a simulated workload.
